`design/flow/run.sh`:
```
#!/bin/bash
# OpenROAD 26Q1-2900-gdf79404cd8, Yosys 0.63+post, stock flow scripts
make -C /OpenROAD-flow-scripts/flow DESIGN_CONFIG=/design/flow/config.mk WORK_HOME=/design/flow/orfs finish
```
`design/flow/config.mk`:
```
export PLATFORM = sky130hd
export DESIGN_NAME = NSUM
export DESIGN_NICKNAME = NSUM
export VERILOG_FILES = /design/flow/design.v
export SDC_FILE = /design/flow/constraint.sdc
export NUM_CORES = 4
export LEC_CHECK = 1
export CORE_AREA = 10 10 82 82
export DIE_AREA = 0 0 92 92
```
`design/flow/constraint.sdc`:
```
current_design NSUM

set clk_period 3.6
set clk_io_pct 0.2

create_clock -name clk0 -period $clk_period [get_ports {clk}]

set non_clock_inputs [all_inputs -no_clocks]
set_input_delay [expr $clk_period * $clk_io_pct] -clock clk0 $non_clock_inputs
set_output_delay [expr $clk_period * $clk_io_pct] -clock clk0 [all_outputs]
```
`design/flow/design.v`:
```
module NSUM (input [2:0] N, 
             input clk, reset, N_valid,
             output sum_valid,
             output [7:0] sum);
  wire i_mux_sel, j_mux_sel, i_en, i_acc_mux_sel, i_eq_0, j_eq_i;
  data_path D0(.N(N), .clk(clk), .i_mux_sel(i_mux_sel), .j_mux_sel(j_mux_sel), .i_en(i_en), .i_acc_mux_sel(i_acc_mux_sel), .i_eq_0(i_eq_0), .j_eq_i(j_eq_i), .sum(sum));
  control_path C0(.clk(clk), .reset(reset), .N_valid(N_valid), .i_eq_0(i_eq_0), .j_eq_i(j_eq_i), .i_mux_sel(i_mux_sel), .j_mux_sel(j_mux_sel), .i_en(i_en), .i_acc_mux_sel(i_acc_mux_sel), .sum_valid(sum_valid));
endmodule
module control_path (input clk, reset, N_valid, i_eq_0, j_eq_i,
                     output reg i_mux_sel, j_mux_sel, i_en, i_acc_mux_sel, sum_valid);
  reg [1:0] state, nextstate;
  localparam IDLE = 2'b00;
  localparam BUSY = 2'b01;
  localparam DONE = 2'b10;
  always@(*)
    case (state)
      IDLE: 
        begin
        i_mux_sel = 0;
        j_mux_sel = 0;
        i_en = 1;
        i_acc_mux_sel = 0;
        sum_valid = 0;
          if (N_valid)
          nextstate = BUSY;
        end
      BUSY:
        begin
        if (j_eq_i)
          begin
            i_mux_sel = 1;
            j_mux_sel = 0;
            i_en = 1;
            i_acc_mux_sel = 1;
            sum_valid = 0;
          end
      else 
        begin
            j_mux_sel = 1;
            i_en = 0;
            i_acc_mux_sel = 1;
            sum_valid = 0;
        end
      if (i_eq_0)
        begin
          i_en = 0;
          sum_valid = 1;
          nextstate = DONE;
        end
        end
      DONE: 
        begin
          nextstate = IDLE;
          sum_valid = 0;
        end 
    endcase
  always @(posedge clk or posedge reset)
    begin
      if (reset)
        state <= IDLE;
      else
        state <= nextstate;
    end
endmodule
module data_path(input [2:0] N, 
                 input clk, i_mux_sel, j_mux_sel, i_en, i_acc_mux_sel,
                 output i_eq_0, j_eq_i,
                 output [7:0] sum);
  wire [2:0] i_mux_out, j_mux_out;
  wire [7:0] i_acc_mux_out, add_out;
  reg [2:0] i, j;
  reg [7:0] i_acc;
  assign i_eq_0 = (i==0);
  assign j_eq_i = (j==i);
  assign i_mux_out = i_mux_sel ? i-1 : N;
  assign j_mux_out = j_mux_sel ? j+1 : 1;
  assign i_acc_mux_out = i_acc_mux_sel ? add_out : 0;
  assign add_out = i + i_acc;
  assign sum = (i==0)? i_acc: 0;
  always @(posedge clk)
    begin
      i_acc <= i_acc_mux_out;
      if (i_en) i <= i_mux_out;
      j <= j_mux_out;
    end
endmodule
```
==> CHANGELOG.md <==
### Metrics

* Crit end category: output port
* DP Wirelength at 1434 um
* Sequential group share of total power at 0.544
* Reg-to-reg endpoint: D0.i_acc[6]
* Final hold violations at 0
* Global-route wire length before repair at 3111 um
* Number of unconstrained endpoints at 13
* YS warnings at 2
* Setup ws final at approximately 0.74 ns
* CTS H-Tree Depth at 1
* Clock share of power at 0.403
* RSZ-0062 raised after global routing: no
* Max clock buf depth at 2
* Hold path startpoint: D0.j[0]
* Setup Fix Bufs, Post-CTS at 0
* Fmax at around 350 MHz
* Slew headroom at 0.6081
* Crit path DAT at between 2 and 2.5 ns
* DRC at 0
* Worst Path Max Fanout at 11
* Clock Latency Late Sink at 0.25 ns
* Slew Viols, Final at 0
* Row count at 26
* Startpoint types: flip-flop
* Pleak at around 0.53 nW
* PD cells at about 270 mW/mm^2
* Combinational share of power at 0.053
* Worst setup endpoint: sum[2]
* CTS Buf Count at 3
* Crit path DRT at 2.88 ns
* Clock transition at path regs at approximately 0.06 ns
* Pin count of the biggest net entering global routing at 12
* Number of hold buffers added after cts at 0
* Worst Hold Class: flip-flop to flip-flop
* Post-layout period usage at 0.7941
* Die W at 92 um
* 1st-iter DRT viols at 11
* Slew at the pin closest to its max-slew limit at 0.5866 ns
* Internal power at 0.2745 mW
* VDD IR-drop max at 0.0001346 V
* Synth Instances at 100
* R2R Path Start: D0.i[0]
* Worst r2r path cells at 7
* DR WL/cell at 9.390 um
* Slowest cell on the critical path: nor2b_1
* Total I/O pin count at 15
* Pre-CTS setup slack at around 0.95 ns
* Most frequent logic cells in the routed design: 16 x and2_1, 14 x clkdlybuf4s50_1, 12 x inv_1, 11 x dfxtp_1, 9 x ha_1
* Initial core utilization at 0.2009
* Most used logic cell in the final layout: and2_1
* # fillers at 557
* WS Path Type: flip-flop to output port
* Max-cap violation count at 0
* Initial antenna violation count at 0
* Buf+Inv Stages, Crit Path at 2
* Crit-path cells: inv_1 -> ha_1 -> nor2b_1 -> and2_1 -> clkdlybuf4s50_1
* Register-to-register setup slack at 1.81 ns
* Clock Root Buffer: clkbuf_8
* Cell Area, Synth at 0.001020 mm^2
* Yosys synthesis chip area at slightly above 0.001 mm^2
* Mean Syn Cell Area at 10.20 um^2
* Clock Skew at 0.003403 ns
* Final TNS setup at 0 ns
* Vias/cell at 3.545
* Yosys Instances at 100
* DRT antenna net count at 0
* Fraction of layout instances using a drive strength above 1 at 0.08547
* Stages on the worst setup path at 5
* Peak per-stage delay on the critical path at 0.48 ns
* Die Y at ~90 um
* Power, Total at 0.3443 mW
* DRT Wirelength at roughly 1800 um
* Die Footprint at between 0.008 and 0.009 mm^2
* Gr usage total at 0.04402
* Vias in the first global route at 707
* Status: finished, final reports clean
* CTS tree: yes
* Core area at 0.005075 mm^2
* Ys flops at 23
* Tool Warnings at 28
* Worst path top cell family by delay: simple AND/OR/NAND/NOR gates
* P_sw at 0.06988 mW
* I/O Buffers at 14
* Final worst path period need at 2.859 ns
* CTS resizes at 0
* Switch share at 0.2029
* Final setup fails at 0
* Ant. Diodes at 0
* Drt pass-1 iters at 2
* Area Growth Syn to Fin at 26.38%
* Routed vias at roughly 660
* Critical path origin: D0.i[1]
* Distinct lib cells at 29
* Grt total ovfl at 0
* Register pins left without a clock at 7
* Final RePlAce weighted congestion at 0.8051
[metrics by stage]
step / instance area, um^2 / util / instances / hold slack, ns
floorplan: 1020 / - / 100 / 0.3882
global placement: 1244 / 0.2451 / 183 / 0.4151
detailed placement: 1244 / 0.2451 / 183 / 0.4242
CTS: 1289 / 0.2539 / 187 / 0.4447
global route: 1289 / 0.2539 / 187 / 0.4591
finish: 1289 / 0.2539 / 187 / 0.4339
[Yosys cell counts]
cell type | number | share of area
and2_1 | 16 | 0.098
inv_1 | 12 | 0.044
dfxtp_1 | 11 | 0.22
ha_1 | 9 | 0.11
dlxtn_1 | 7 | 0.10
xnor2_1 | 6 | 0.052
a21oi_1 | 5 | 0.025
nor2_1 | 4 | 0.015
edfxtp_1 | 3 | 0.088
xor2_1 | 3 | 0.026
a21oi_2 | 2 | 0.017
dfrtp_1 | 2 | 0.049
nand2_1 | 2 | 0.0074
nor2b_1 | 2 | 0.012
o21ai_1 | 2 | 0.0098
and2b_2 | 1 | 0.0086
and3_1 | 1 | 0.0061
clkbuf_1 | 1 | 0.0037
fa_1 | 1 | 0.020
mux2_2 | 1 | 0.011
mux2i_1 | 1 | 0.0098
nand3_1 | 1 | 0.0049
nand3_2 | 1 | 0.0098
nand4_1 | 1 | 0.0061
nor2b_4 | 1 | 0.013
nor3b_1 | 1 | 0.0074
o2111ai_2 | 1 | 0.015
o21a_1 | 1 | 0.0074
o21ai_0 | 1 | 0.0049
[layer usage]
layer  track usage  routed length (um)  vias to the layer above
met5             0                   0                        -
met4      0.001285                   0                        0
met3       0.02142                 128                        0
met2       0.07471                 835                       10
met1       0.05215                 792                      299
li1              -                   -                      354
[registers in the layout (all words and copies together), names as in the netlist]
| register | flops |
|---|---|
| C0.sum_valid | 1 |
| C0.i_acc_mux_sel | 1 |
| C0.i_mux_sel | 1 |
| C0.j_mux_sel | 1 |
| D0.i_acc | 8 |
| C0.nextstate | 2 |
| C0.state | 2 |
| D0.i | 3 |
| D0.j | 3 |
| C0.i_en | 1 |
[worst min-delay path by stage]
stage / slack, ns / cells past startpoint / end
final: 0.43 / 1 / D0.j[0]
after CTS: 0.44 / 1 / D0.j[0]
after global routing: 0.46 / 1 / D0.j[0]
[cell type report]
class / instances / area, um^2 / share of cell area
Multi-Input combinational cell: 64 / 505.5 / 0.3922
Clock buffer: 4 / 45.04 / 0.03495
Sequential cell: 23 / 465.4 / 0.3612
Tap cell: 70 / 87.58 / 0.06796
Timing Repair Buffer: 14 / 140.1 / 0.1087
Inverter: 12 / 45.04 / 0.03495
[power groups by stage]
stage	registers, mW	clock network (mW)	logic [mW]
CTS	0.187	0.144	0.0189
finish	0.187	0.139	0.0183
global route	0.188	0.152	0.0215
[cells by family (layout without fill, tap and decap cells)]
kind of cell / Yosys count / count (layout) / share of synthesized area
AND-OR/OR-AND: 12 / 12 / 0.07852
XOR/XNOR: 9 / 9 / 0.07730
adder cells (fa/ha/maj): 10 / 10 / 0.1301
buffers and inverters: 13 / 30 / 0.04785
flip-flops: 16 / 16 / 0.3534
latches: 7 / 7 / 0.1031
multiplexers: 2 / 2 / 0.02086
AND/OR/NAND/NOR: 31 / 31 / 0.1890
No activity file was given, so power comes from the tool's default toggle rates.
