## /design/flow/design.v

```verilog
module CU (clk, reset, xin, yin, qin, mode, delq, shift, xout, yout, qout);
    parameter width = 'd16;
    input clk, reset, mode;
    input signed [width-1:0] xin, yin, qin, delq;
    input [3:0] shift;
    output reg signed [width-1:0] xout, yout, qout;
	wire m; 
    reg signed [width-1:0] x, y, q;
    assign m = mode ? (~y[width-1]):q[width-1];
    always @(posedge clk or posedge reset)
        begin
            if (reset)
                begin
                    x <= 'h0;
                    y <= 'h0;
                    q <= 'h0;
                end
            else
                begin
                    x <= xin;
                    y <= yin;
                    q <= qin;
                end
        end
    always@ (*)
        begin
          if (m)
                begin
                    xout = x + (y>>>shift);
                    yout = y - (x>>>shift);
                    qout = q + delq;
                end
            else 
                begin
                    xout = x - (y>>>shift);
                    yout = y + (x>>>shift);
                    qout = q - delq;
                end
        end
endmodule
module cordic (clk, reset, x, y, q, mode, cosq, sinq, qout);
    parameter width = 'd16;
    input clk, reset, mode;
    input signed [width-1:0] x, y, q;
    output signed [width-1:0] cosq, sinq, qout;
    wire [15:0] xw [0:15];
    wire [15:0] yw [0:15];
    wire [15:0] qw [0:15];
  CU CU0 (.clk(clk), .reset(reset), .xin(x), .yin(y), .qin(q), .mode(mode), .delq(16'h3244), .shift(4'b0000), .xout(xw[0]), .yout(yw[0]), .qout(qw[0]));    
  CU CU1 (.clk(clk), .reset(reset), .xin(xw[0]), .yin(yw[0]), .qin(qw[0]), .mode(mode), .delq(16'h1DAC), .shift(4'b0001), .xout(xw[1]), .yout(yw[1]), .qout(qw[1]));
  CU CU2 (.clk(clk), .reset(reset), .xin(xw[1]), .yin(yw[1]), .qin(qw[1]), .mode(mode), .delq(16'h0FAE), .shift(4'b0010), .xout(xw[2]), .yout(yw[2]), .qout(qw[2]));
  CU CU3 (.clk(clk), .reset(reset), .xin(xw[2]), .yin(yw[2]), .qin(qw[2]), .mode(mode), .delq(16'h07F5), .shift(4'b0011), .xout(xw[3]), .yout(yw[3]), .qout(qw[3]));
  CU CU4 (.clk(clk), .reset(reset), .xin(xw[3]), .yin(yw[3]), .qin(qw[3]), .mode(mode), .delq(16'h03FF), .shift(4'b0100), .xout(xw[4]), .yout(yw[4]), .qout(qw[4]));  
  CU CU5 (.clk(clk), .reset(reset), .xin(xw[4]), .yin(yw[4]), .qin(qw[4]), .mode(mode), .delq(16'h0200), .shift(4'b0101), .xout(xw[5]), .yout(yw[5]), .qout(qw[5]));
  CU CU6 (.clk(clk), .reset(reset), .xin(xw[5]), .yin(yw[5]), .qin(qw[5]), .mode(mode), .delq(16'h0100), .shift(4'b0110), .xout(xw[6]), .yout(yw[6]), .qout(qw[6]));
  CU CU7 (.clk(clk), .reset(reset), .xin(xw[6]), .yin(yw[6]), .qin(qw[6]), .mode(mode), .delq(16'h0080), .shift(4'b0111), .xout(xw[7]), .yout(yw[7]), .qout(qw[7]));
  CU CU8 (.clk(clk), .reset(reset), .xin(xw[7]), .yin(yw[7]), .qin(qw[7]), .mode(mode), .delq(16'h0040), .shift(4'b1000), .xout(xw[8]), .yout(yw[8]), .qout(qw[8]));
  CU CU9 (.clk(clk), .reset(reset), .xin(xw[8]), .yin(yw[8]), .qin(qw[8]), .mode(mode), .delq(16'h0020), .shift(4'b1001), .xout(xw[9]), .yout(yw[9]), .qout(qw[9]));
  CU CU10 (.clk(clk), .reset(reset), .xin(xw[9]), .yin(yw[9]), .qin(qw[9]), .mode(mode), .delq(16'h0010), .shift(4'b1010), .xout(xw[10]), .yout(yw[10]), .qout(qw[10]));
  CU CU11 (.clk(clk), .reset(reset), .xin(xw[10]), .yin(yw[10]), .qin(qw[10]), .mode(mode), .delq(16'h0008), .shift(4'b1011), .xout(xw[11]), .yout(yw[11]), .qout(qw[11]));
  CU CU12 (.clk(clk), .reset(reset), .xin(xw[11]), .yin(yw[11]), .qin(qw[11]), .mode(mode), .delq(16'h0004), .shift(4'b1100), .xout(xw[12]), .yout(yw[12]), .qout(qw[12]));
  CU CU13 (.clk(clk), .reset(reset), .xin(xw[12]), .yin(yw[12]), .qin(qw[12]), .mode(mode), .delq(16'h0002), .shift(4'b1101), .xout(xw[13]), .yout(yw[13]), .qout(qw[13]));
  CU CU14 (.clk(clk), .reset(reset), .xin(xw[13]), .yin(yw[13]), .qin(qw[13]), .mode(mode), .delq(16'h0001), .shift(4'b1110), .xout(xw[14]), .yout(yw[14]), .qout(qw[14]));
  CU CU15 (.clk(clk), .reset(reset), .xin(xw[14]), .yin(yw[14]), .qin(qw[14]), .mode(mode), .delq(16'h0000), .shift(4'b1111), .xout(xw[15]), .yout(yw[15]), .qout(qw[15]));
    assign cosq = xw[15];
    assign sinq = yw[15];
    assign qout = qw[15];
endmodule
```

## /design/flow/run.sh

```bash
#!/bin/bash
# OpenROAD 26Q1-2900-gdf79404cd8, Yosys 0.63+post, stock flow scripts
make -C /OpenROAD-flow-scripts/flow DESIGN_CONFIG=/design/flow/config.mk WORK_HOME=/design/flow/orfs finish
```

## /design/flow/config.mk

```make
export PLATFORM = sky130hd
export DESIGN_NAME = cordic
export DESIGN_NICKNAME = cordic
export VERILOG_FILES = /design/flow/design.v
export SDC_FILE = /design/flow/constraint.sdc
export NUM_CORES = 4
export LEC_CHECK = 1
export CORE_UTILIZATION = 40
```

## /design/flow/constraint.sdc

```tcl
current_design cordic

set clk_period 14.4
set clk_io_pct 0.2

create_clock -name clk0 -period $clk_period [get_ports {clk}]

set non_clock_inputs [all_inputs -no_clocks]
set_input_delay [expr $clk_period * $clk_io_pct] -clock clk0 $non_clock_inputs
set_output_delay [expr $clk_period * $clk_io_pct] -clock clk0 [all_outputs]
```

==> flow_metrics.env <==
# physical design summary
export IMPL_status="finished clean"
export IMPL_warning_count=92
export IMPL_die_h_um=368
export IMPL_drv_slew=0
export IMPL_flop_cell="dfrtp_1"
export IMPL_hold_buffers=0
export IMPL_dp_hpwl_um=90300
export IMPL_h_tree_depth=3
export IMPL_cts_sinks=767
export IMPL_rows=133
export IMPL_firstDrtPassIters=5
export IMPL_cp_arrival_ns=6.45
export IMPL_yosysTopAreaCell="dfrtp_1"
export IMPL_grt_pass1_wl_um=191000
export IMPL_synth_cells=5500
export IMPL_cts_buffer_depth=3
export IMPL_path_max_fanout=28
export IMPL_crit_path_top_delay_cell="clkdlybuf4s50_1"
export IMPL_n_antenna_cell=0
export IMPL_gp_congestion=0.917
export IMPL_yosys_warnings=2
export IMPL_drc=0
export IMPL_skew_ns=0.0423
export IMPL_antenna_found_initial=0
export IMPL_logic_area_um2=32700
export IMPL_grt_max_degree=128
export IMPL_postCtsSetupBuffers=0
export IMPL_end_kind="primary output"
export IMPL_fin_tns_setup_ns=0
export IMPL_crit_required_ns=11.52
export IMPL_drtIter0Drc=1789
export IMPL_grt_overflow=0
export IMPL_die_w_um=368
export IMPL_cts_tree="built"
export IMPL_min_path_type="reg2reg"
export IMPL_synth_area_per_cell_um2=9.72
export IMPL_ioPinCount=99
export IMPL_final_seq_area_um2=19200
export IMPL_fillers=12247
export IMPL_initCoreUtil=0.405
export IMPL_finalCriticalPeriod_ns=9.33
export IMPL_avgRoutedWirePerCell_um=15.3
export IMPL_vias=38737
export IMPL_path_clk_slew_ns=0.05
export IMPL_area_leaders="dfrtp_1, ha_1, xnor2_1, a21oi_1, xor2_1"
export IMPL_netlist_top_cells_count="dfrtp_1, ha_1, a21oi_1"
export IMPL_hold_violations=0
export IMPL_critPathLaunchType="primary input"
export IMPL_ys_cells=5500
export IMPL_track_usage=0.178
export IMPL_cts_resized=0
export IMPL_max_stage_delay_ns=0.47
export IMPL_area_growth_pct=12.0
export IMPL_most_common_cell="dfrtp_1"
export IMPL_chipArea_um2=135000
export IMPL_edf_count=0
export IMPL_path_class="in2out"
export IMPL_finalCritPeriodShare=0.648
export IMPL_syn_area_um2=53500
export IMPL_setup_viol=0
export IMPL_wirelength_um=115000
export IMPL_rsz0062_at_grt="no"
export IMPL_worst_slew_pin_slew_ns=0.849
export IMPL_synthArstFlopShare=1.00
export IMPL_post_drt_via_cell_ratio=5.17
export IMPL_grt_pass1_vias=37948
export IMPL_relSlewSlack=0.426
export IMPL_io_buffers=98
export IMPL_insertion_delay_ns=0.69
export IMPL_synthDistinctLibCells=98
export IMPL_synth_top_area_share=0.359
export IMPL_core_area_um2=132000
export IMPL_yosys_area_um2=53500
export IMPL_clockRootBuffer="clkbuf_16"
export IMPL_maxCapViolations=0
export IMPL_cp_cell_sequence="buf_2, buf_4, or2_2, inv_1, ha_1, a21o_1, a21oi_1, o21ai_0, nand3_1, nand3_1, a311o_1, a21oi_1, xnor2_1, clkdlybuf4s50_1"
export IMPL_drive_gt1_frac=0.0464
export IMPL_ys_seq_frac=0.359
export IMPL_ant_nets=0
export IMPL_cts_made_buffers=91
export IMPL_ys_ff=767
export IMPL_fmax_ghz=0.107
## metrics by stage
step | std cells | setup WS [ns] | util | hold WS (ns) | area (um2)
2_1_floorplan | 5500 | 1.00 | - | 0.331 | 53500
3_3_place_gp | 7324 | 5.02 | 0.429 | 0.334 | 56700
3_5_place_dp | 7324 | 5.03 | 0.429 | 0.335 | 56700
4_1_cts | 7492 | 5.01 | 0.453 | 0.341 | 59900
5_1_grt | 7492 | 4.80 | 0.453 | 0.351 | 59900
6_report | 7492 | 5.07 | 0.453 | 0.345 | 59900
## critical path, delay by kind of cell
kind,cells,cell delay (ns)
simple gates,3,0.64
compound gates,5,1.25
buf+inv,4,1.20
fa+ha+maj,1,0.33
xor+xnor,1,0.15
## area by class of cell
type,count,area share
multi-input cells,4303,0.546
inverters,373,0.0234
clock inverters,39,0.00957
well taps,1755,0.0367
flip-flops and latches,767,0.320
repair buffers,126,0.0204
clock buffers,129,0.0439
## final timing paths
path                                      from                   to  slack [ns]  cells after the start
max                                       mode             cosq[15]        5.07                     14
min                         CU6.q[7]$_DFF_PP0_   CU7.q[7]$_DFF_PP0_        0.35                      0
max reg2reg                CU8.y[15]$_DFF_PP0_  CU9.x[15]$_DFF_PP0_        9.99                     13
min reg2reg                 CU6.q[7]$_DFF_PP0_   CU7.q[7]$_DFF_PP0_        0.35                      0
max in group asynchronous                reset   CU9.q[6]$_DFF_PP0_        8.89                      6
min in group asynchronous                reset  CU15.q[8]$_DFF_PP0_        2.64                      2
## logic make-up (layout without fill, tap and decap cells)
logic type      count (synthesis)  in the layout  share of synthesized area
mux                            42             42                    0.00810
flops                         767            767                      0.359
xor+xnor                      759            759                      0.125
fa+ha+maj                     788            788                      0.191
buf+inv                       430            667                     0.0304
simple gates                 1158           1158                      0.103
compound gates               1556           1556                      0.183
## placed cells by master, fill, tap and decap left out, drive strengths merged, types with 17 or more instances in the layout
| cell type | n |
|---|---|
| dfrtp | 767 |
| ha | 740 |
| a21oi | 557 |
| xnor2 | 516 |
| nor2 | 383 |
| inv | 368 |
| o21ai | 303 |
| nand2 | 279 |
| xor2 | 242 |
| a21o | 197 |
| clkbuf | 129 |
| nor3 | 119 |
| clkdlybuf4s50 | 97 |
| o21bai | 87 |
| nor2b | 74 |
| nand2b | 74 |
| o21a | 69 |
| nand3 | 57 |
| a31oi | 53 |
| fa | 48 |
| o31ai | 43 |
| a211oi | 40 |
| mux2i | 32 |
| buf | 29 |
| and2 | 26 |
| clkinv | 26 |
| or3 | 25 |
| o211ai | 25 |
| nand4 | 23 |
| nor4 | 23 |
| a21boi | 22 |
| a31o | 20 |
| and3 | 19 |
| o41ai | 17 |
## per-layer routing
layer / part of all wire / global-route usage
met5: 0 / 0
met4: 0.030 / 0.0451
met3: 0.033 / 0.0219
met1: 0.45 / 0.249
met2: 0.49 / 0.298
