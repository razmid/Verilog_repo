===== ./config.mk =====
export PLATFORM = sky130hd
export DESIGN_NAME = fir
export DESIGN_NICKNAME = fir
export VERILOG_FILES = /design/flow/design.v
export SDC_FILE = /design/flow/constraint.sdc
export NUM_CORES = 4
export LEC_CHECK = 1
export CORE_UTILIZATION = 50

===== ./constraint.sdc =====
current_design fir

set clk_period 18.9
set clk_io_pct 0.2

create_clock -name clk0 -period $clk_period [get_ports {clk}]

set non_clock_inputs [all_inputs -no_clocks]
set_input_delay [expr $clk_period * $clk_io_pct] -clock clk0 $non_clock_inputs
set_output_delay [expr $clk_period * $clk_io_pct] -clock clk0 [all_outputs]

===== ./design.v =====
module fir (x, clk, reset, y);
  input signed [15:0] x;
  input clk, reset;
  output signed [15:0] y;
  reg signed [15:0] xreg [0:7];
  wire signed [31:0] m0, m1, m2, m3, m4, m5, m6, m7;
  wire signed [15:0] a1, a2, a3, a4, a5, a6;
  always@ (posedge clk or posedge reset)
    begin
      if (reset)
        begin
          xreg[0] <= 16'b0;
          xreg[1] <= 16'b0;
          xreg[2] <= 16'b0;
          xreg[3] <= 16'b0;
          xreg[4] <= 16'b0;
          xreg[5] <= 16'b0;
          xreg[6] <= 16'b0;
          xreg[7] <= 16'b0;
        end
      else
        begin
          xreg[0] <= x;
          xreg[1] <= xreg[0];
          xreg[2] <= xreg[1];
          xreg[3] <= xreg[2];
          xreg[4] <= xreg[3];
          xreg[5] <= xreg[4];
          xreg[6] <= xreg[5];
          xreg[7] <= xreg[6];
          end
    end
  assign m0 = xreg[0]*$signed(16'hFEA8) + 32'sh00000800;
  assign m1 = xreg[1]*$signed(16'hFF18) + 32'sh00000800;
  assign m2 = xreg[2]*$signed(16'h02EC) + 32'sh00000800;
  assign m3 = xreg[3]*$signed(16'h068A) + 32'sh00000800;
  assign m4 = xreg[4]*$signed(16'h068A) + 32'sh00000800;
  assign m5 = xreg[5]*$signed(16'h02EC) + 32'sh00000800;
  assign m6 = xreg[6]*$signed(16'hFF18) + 32'sh00000800;
  assign m7 = xreg[7]*$signed(16'hFEA8) + 32'sh00000800;
  assign a1 = m0[27:12] + m1[27:12];
  assign a2 = a1 + m2[27:12];
  assign a3 = a2 + m3[27:12];
  assign a4 = a3 + m4[27:12];
  assign a5 = a4 + m5[27:12];
  assign a6 = a5 + m6[27:12];
  assign y = a6 + m7[27:12];
endmodule

===== ./run.sh =====
#!/bin/bash
# OpenROAD 26Q1-2900-gdf79404cd8, Yosys 0.63+post, stock flow scripts
make -C /OpenROAD-flow-scripts/flow DESIGN_CONFIG=/design/flow/config.mk WORK_HOME=/design/flow/orfs finish

==> impl_metrics.toml <==
# synthesis and place-and-route metrics
[setup_path]
cp.depth = 40
path_class = "reg -> out"
start_kind = "flop"
cpPeakStageDelay_ps = 580
crit_buf_inv = 7
crit_fanout = 6
cp-end-kind = "output pin"
critical_path_required_ps = 15120
r2r_slack_ps = 17980
regToRegStartpoint = "xreg[2][15]"
rr_endpoint = "xreg[3][15]"
cp.arrival_ps = 11560
timing.critical_path.slowest_stage_cell = "fa_1"
crit_path_frequent_cell = "fa_1"
rr_worst_depth = 0
cpLargestDelayFamily = "adder cells"

[job]
drv_cap = 0
warnings = 68

[floorplan]
dieArea_um2 = 55000
core_um2 = 53000
fp-row-count = 84
die_h_um = 235
die_x_um = 235
ioPinCount = 34
fp_util_pct = 51.1

[final_timing]
finalCriticalPeriod_ps = 15340
fin_setup_tns_ps = 0
period_used_pct = 81.2
hold_violations = 0
max_freq_mhz = 65.2
slew_headroom_pct = 43.0
rsz0062_at_grt = "no"
finalMaxSlewViolations = 0
tightest_slew_ps = 848
finalSetupViolCount = 0
skew_ps = 7.49

[layout]
syn_to_final_growth_pct = 6.44
largest_reg_flops = 128
reg.largest.list = "xreg (128)"
fillCellCount = 4626
regMostFlops = "xreg"
stdcell_area_um2 = 28800
finish.utilization_pct = 54.3
fin_cells = 3548
drive_gt1_share_pct = 2.62

[grt]
grt_pass1_wl_um = 93800
grt_usage_pct = 23.0
antenna_found_initial = 0
grt_overflow_total = 0
grt_max_degree = 51
grt_pass1_vias = 18557

[logic_synthesis]
ys_warn_count = 2
ys_sh_adder_pct = 50.7
ys_seq_share_pct = 11.8
syn_area_um2 = 27000
postSynthAreaPerCell_um2 = 9.62
most_common_cell = "inv_1"
ys_cells = 2810
yosysTopAreaCellShare_pct = 25.9
synth_cell_type_count = 81
top_area_cell = "fa_1"
synth.cellmix.xorXnorShare_pct = 10.8
top_cells_by_count = "inv_1, ha_1, fa_1"
ff_type = "dfrtp_1"
edf_count = 0
synthArstFlopShare_pct = 100
topCellsByArea = "fa_1, ha_1, dfrtp_1"
mux_share_pct = 0.430
synth-seq-cells = 128
ys_top_logic_family = "adder cells"
yosys_area_um2 = 27000
ys_sh_simple_pct = 8.10
aoi_share_pct = 9.09
synth_cells = 2810

[clock_network]
hold_buffers = 0
clockBufferDepth = 2
clk_pin_slew_ps = 60
cts_resized = 0
cts-root-buf = "clkbuf_16"
cts_made_buffers = 17
cts.htree.levels = 4
cts.sinks = 128
postCtsSetupRepairBufs = 0
clk_latency_ps = 490
cts_tree = "built"

[min_path]
min-delay-start = "xreg[1][10]"
hp-class = "reg -> reg"
hold_depth = 0
hold_end = "xreg[2][10]"

[placed_design]
gp_congestion = 0.924
hpwl_um = 48400
io_buffers = 33
placedCellCount = 3516
placed_cell_area_um2 = 28200

[routing]
vias = 18197
drt-total-wl_um = 55100
viasPerCell = 5.13
antenna_left = 0
wl_per_cell_um = 15.5
drtIter0Drc = 688
dr.pass1.iters = 4
drcViolationCount = 0
antennaDiodeCount = 0

[outcome]
status = "completed"
## layout by cell type, fill, tap and decap left out, types with 8 or more instances in the layout
| master | netlist | final |
|---|---|---|
| o211ai_1 | 9 | 9 |
| o21a_1 | 11 | 11 |
| nor2_1 | 89 | 89 |
| nor2b_1 | 16 | 16 |
| ha_1 | 536 | 536 |
| a21oi_1 | 94 | 94 |
| or3_1 | 9 | 9 |
| fa_1 | 350 | 350 |
| inv_1 | 632 | 631 |
| o21bai_1 | 12 | 12 |
| clkdlybuf4s50_1 | 0 | 33 |
| a211oi_1 | 20 | 20 |
| a31oi_1 | 16 | 16 |
| nor4_1 | 12 | 12 |
| nand2b_1 | 12 | 12 |
| or2_2 | 11 | 11 |
| a21o_1 | 33 | 33 |
| clkbuf_16 | 0 | 17 |
| nand3_1 | 40 | 40 |
| dfrtp_1 | 128 | 128 |
| nand4_1 | 17 | 17 |
| o21ai_0 | 90 | 90 |
| a31o_2 | 8 | 8 |
| xor2_1 | 137 | 137 |
| and2_1 | 13 | 13 |
| and3_1 | 29 | 29 |
| xnor2_1 | 185 | 185 |
| nand2_1 | 112 | 112 |
| nor3_1 | 35 | 35 |
## worst max-delay path by stage
stage	start	end	slack (ps)
global route	xreg[4][2]	y[15]	2880
CTS	xreg[4][1]	y[15]	3460
finish	xreg[4][1]	y[15]	3560
## cell families after synthesis
family | Yosys count
fa+ha+maj | 886
xor+xnor | 326
simple gates | 431
flops | 128
mux | 11
buf+inv | 653
compound gates | 375
## area by class of cell
class / instances / area (µm²) / area share [%]
multi-input combinational: 2029 / 21400 / 74.3
sequential: 128 / 3200 / 11.1
inverter: 633 / 2380 / 8.27
tap: 688 / 861 / 2.99
clock buffer: 18 / 429 / 1.49
timing repair buffer: 38 / 368 / 1.28
clock inverter: 14 / 155 / 0.539
## stage by stage
| stage | setup WS [ps] | hold WS (ps) |
|---|---|---|
| 2_1_floorplan | 5260 | 380 |
| 3_3_place_gp | 4060 | 454 |
| 3_5_place_dp | 4060 | 463 |
| 4_1_cts | 3460 | 479 |
| 5_1_grt | 2880 | 490 |
| 6_report | 3560 | 471 |
## metal layers
metal	track usage, %	vias up	share of wire (%)
met5	0	-	0
met4	3.79	0	2.2
met3	5.46	56	4.7
met2	36.8	242	48
met1	33.6	8691	45
li1	-	9208	-
